==> flow/design.v <==
module det_1011 ( input clk,
					input rstn,
					input in,
					output out );
	parameter IDLE 	= 0,
			S1 		= 1,
			S10 	= 2,
			S101 	= 3,
			S1011 	= 4;
	reg [2:0] cur_state, next_state;
	assign out = cur_state == S1011 ? 1 : 0;
	always @ (posedge clk) begin
		if (!rstn)
			cur_state <= IDLE;
		else
			cur_state <= next_state;
	end
	always @ (cur_state or in) begin
		case (cur_state)
			IDLE : begin
				if (in) next_state = S1;
				else next_state = IDLE;
			end
			S1: begin
				if (in) next_state = IDLE;
				else 	next_state = S10;
			end
			S10 : begin
				if (in) next_state = S101;
				else 	next_state = IDLE;
			end
			S101 : begin
				if (in) next_state = S1011;
				else 	next_state = IDLE;
			end
			S1011: begin
				next_state = IDLE;
			end
		endcase
	end
endmodule
==> flow/run.sh <==
#!/bin/bash
# OpenROAD 26Q1-2900-gdf79404cd8, Yosys 0.63+post, stock flow scripts
make -C /OpenROAD-flow-scripts/flow DESIGN_CONFIG=/design/flow/config.mk WORK_HOME=/design/flow/orfs finish
==> flow/config.mk <==
export PLATFORM = sky130hd
export DESIGN_NAME = det_1011
export DESIGN_NICKNAME = det_1011
export VERILOG_FILES = /design/flow/design.v
export SDC_FILE = /design/flow/constraint.sdc
export NUM_CORES = 4
export LEC_CHECK = 1
export CORE_AREA = 10 10 70 70
export DIE_AREA = 0 0 80 80
==> flow/constraint.sdc <==
current_design det_1011

set clk_period 1.0
set clk_io_pct 0.2

create_clock -name clk0 -period $clk_period [get_ports {clk}]

set non_clock_inputs [all_inputs -no_clocks]
set_input_delay [expr $clk_period * $clk_io_pct] -clock clk0 $non_clock_inputs
set_output_delay [expr $clk_period * $clk_io_pct] -clock clk0 [all_outputs]
==> impl_metrics.ini <==
; flow metrics
[sta]
unclocked_pins = 3
finalCritPeriodShare_pct = 109
slew_headroom_pct = 88.1
fmax_mhz = 915
fin_crit_ns = 1.09
grt_setup_unrepaired = yes
slew_violations = 0
worst_pin_slew_ns = 0.178
fin_ws_ns = -0.0931
finalHoldViolCount = 0
finalSetupViolations = 1
untimed_endpoints = 3

[die]
fp_util_pct = 5.27
dieWidth_um = 80
die_h_um = 80
num_rows = 21
ios = 4
die_area_sq_um = 6400
coreArea_sq_um = 3420

[finish]
drive_above_1_share_pct = 33.3
synthToLayoutAreaGrowth_pct = 76.4
instances_no_fill = 73

[worst_setup_path]
worst-path-buf-inv = 1
required_ns = 0.80
startpoint = cur_state[1]
end_kind = primary output
max_stage_delay_ns = 0.32
crit_arrival_ns = 0.89
start_kind = flop
crit_fanout = 2
cp_top_family = flip-flops
worst-setup-path-type = flop to primary output
cp_slowest_cell = dfxtp_2
worstPathCellList = nor3b_2 -> buf_2

[clocking]
clk_pin_slew_worst_paths_ns = 0.04
clock-root-buffer = clkbuf_4
htree_levels = 1
cts_tree = yes
cts_made_buffers = 3
holdBufCountCts = 0
clock_path_buffers = 2

[detailed_routing]
num_antenna_cells = 0
wire_per_inst_um = 5.79
dr.pass1.iters = 2
vias = 144
postRouteWirelength_um = 423
via_per_inst = 1.97
drtAntennaViolNets = 0
first_iter_violations = 10
drc = 0

[worst_hold_path]
worstHoldStart = rstn
min_path_type = input pin to flop

[placed_design]
portBuffers = 3
globalplace.congestion = 0.628
hpwlAfterDp_um = 315
dpl.cell_count = 70

[logic_synthesis]
yosys.area.top_type = dfxtp_1
ys.flops = 6
avgSynthCellArea_sq_um = 10.6
ys.flop_type = dlxtn_1
async_flop_share_pct = 0
top_cells_by_count = and2_1 (3), dfxtp_1 (3), dlxtn_1 (3)
ys_cells = 17
netlist-cell-type-count = 10
synth_cells = 17
yosysTopAreaCellShare_pct = 33.3
edf_count = 0
yosysWarnings = 1
synth_area_sq_um = 180
topCellsByArea = dfxtp_1 (33%), dlxtn_1 (25%), and2_1 (10%)
ys_area_sq_um = 180

[global_routing]
track_usage_pct = 1.18
grt_max_degree = 5
grt_pass1_vias = 136
grt_pass1_wl_um = 607
grt_remaining_overflow = 0
antenna_found_initial = 0

[power_and_ir_drop]
power_mw = 0.357
p_leak_nw = 0.126
peakVddDrop_uv = 184
powerDensity_nw_per_um2 = 1120

[run_status]
violations = negative setup slack
status = complete, but fails checks

[run]
warnings = 27
maxCapViolCount = 0
-- registers in the layout, summed over array words and instances (netlist names) --
register / cells
next_state: 3
cur_state: 3
-- through the flow --
stage | worst slack (ns) | hold slack, ns | utilization [%] | setup TNS, ns | cell area, sq um
2_1_floorplan | 0.300 | 0.322 | - | 0 | 180
3_3_place_gp | -0.324 | 0.834 | 8.72 | -0.324 | 298
3_5_place_dp | -0.305 | 0.836 | 8.72 | -0.305 | 298
4_1_cts | -0.117 | 0.584 | 9.30 | -0.117 | 318
5_1_grt | -0.135 | 0.628 | 9.30 | -0.135 | 318
6_report | -0.0931 | 0.600 | 9.30 | -0.0931 | 318
-- final cells by class --
cell class / instances / area [sq um]
multi-input combinational: 11 / 80.1
fill: 402 / 3100
timing repair buffer: 6 / 47.5
sequential: 6 / 106
tap: 46 / 57.6
clock buffer: 4 / 26.3
-- report_power, final --
part / total, mW / leakage (nW) / switching (mW) / internal [mW]
clock: 0.217 / 0.0150 / 0.0673 / 0.150
sequential: 0.123 / 0.0483 / 0.000903 / 0.122
combinational: 0.0172 / 0.0626 / 0.00577 / 0.0114
total: 0.357 / 0.126 / 0.0740 / 0.283
-- metal layers --
layer / wire, um / up-vias / global-route usage [%]
met5: 0 / - / 0
met4: 0 / 0 / 0.528
met3: 38 / 0 / 0.682
met2: 155 / 3 / 1.12
met1: 229 / 64 / 1.87
li1: - / 77 / -
-- final timing paths --
| path | endpoint | slack (ns) | depth (start not counted) |
|---|---|---|---|
| setup / recovery | out | -0.09 | 2 |
| hold / removal | cur_state[0] | 0.60 | 2 |
-- cell usage in the layout (no fill, tap or decap), drive strengths merged --
master and n:
a21oi 1, and2 3, and3 1, buf 4
clkbuf 4, clkdlybuf4s50 2, dfxtp 3, dlxtn 3
nand3b 1, nor2b 1, nor3b 2, o21a 1
or3b 1
-- cell families after synthesis --
group	Yosys count	synth area share, %
and+or+nand+nor	9	34.7
latches	3	25.0
AOI/OAI and AO/OA	2	6.94
DFF	3	33.3
-- timing repair --
item / in CTS / in global routing
setup buffers: 0 / 0
endpoints found under the hold margin: 0 / 0
resized: 5 / 0
endpoints found under the setup margin: 1 / 1
Power and IR drop assume default switching activity.
